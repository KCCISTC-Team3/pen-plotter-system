$ cat run.sh
#!/bin/bash
# OpenROAD 26Q1-2900-gdf79404cd8, Yosys 0.63+post, stock flow scripts
make -C /OpenROAD-flow-scripts/flow DESIGN_CONFIG=/design/flow/config.mk WORK_HOME=/design/flow/orfs finish
$ cat config.mk
export PLATFORM = sky130hd
export DESIGN_NAME = VGA_Img_Reader
export DESIGN_NICKNAME = VGA_Img_Reader
export VERILOG_FILES = /design/flow/design.v
export SDC_FILE = /design/flow/constraint.sdc
export NUM_CORES = 4
export LEC_CHECK = 1
export CORE_UTILIZATION = 30
$ cat design.v
module VGA_Img_Reader #(
    parameter DATA_WIDTH = 8,
    parameter RGB_WIDTH = 16,
    parameter IMG_WIDTH = 176,
    parameter IMG_HEIGHT = 240,
    parameter ADDR_WIDTH = $clog2(IMG_WIDTH * IMG_HEIGHT),
    parameter POSITION_X = 0   
) (
    input  logic                  clk,
    input  logic                  DE,
    input  logic [           9:0] x_pixel,
    input  logic [           9:0] y_pixel,
    output logic [ADDR_WIDTH-1:0] addr,
    input  logic [ RGB_WIDTH-1:0] imgData,
    output logic [DATA_WIDTH-1:0] r_port,
    output logic [DATA_WIDTH-1:0] g_port,
    output logic [DATA_WIDTH-1:0] b_port
);
    localparam X_START_BASE = POSITION_X ? 320 : 0;
    localparam CENTER_X = X_START_BASE + ((320 - IMG_WIDTH) >> 1);
    localparam CENTER_Y = (480 - IMG_HEIGHT) >> 1;
    logic display_en, display_en_reg, display_en_reg2;
    logic [ADDR_WIDTH-1:0] addr_comb, addr_reg;
    logic in_region;
    assign in_region = (x_pixel >= CENTER_X) && (x_pixel < CENTER_X + IMG_WIDTH) &&
                       (y_pixel >= CENTER_Y) && (y_pixel < CENTER_Y + IMG_HEIGHT);
    assign display_en = DE && in_region;
    assign addr_comb = in_region ? 
                       ((y_pixel - CENTER_Y) * IMG_WIDTH + (x_pixel - CENTER_X)) + 1  : 0;
    always_ff @(posedge clk) begin
        addr_reg <= addr_comb;
        display_en_reg <= display_en;
    end
    always_ff @(posedge clk) begin
        display_en_reg2 <= display_en_reg;
    end
    assign addr = addr_reg;
    assign {r_port, g_port, b_port} = display_en_reg2 ? 
        {imgData[15:11], 3'b0, imgData[10:5], 2'b0, imgData[4:0], 3'b0} : 0;
endmodule
$ cat constraint.sdc
current_design VGA_Img_Reader

set clk_period 5.4
set clk_io_pct 0.2

create_clock -name clk0 -period $clk_period [get_ports {clk}]

set non_clock_inputs [all_inputs -no_clocks]
set_input_delay [expr $clk_period * $clk_io_pct] -clock clk0 $non_clock_inputs
set_output_delay [expr $clk_period * $clk_io_pct] -clock clk0 [all_outputs]
==> results_dict.tcl <==
# collected from the flow reports
set metrics [dict create \
    endpoint_kind "flop" \
    status "finished clean" \
    fin_crit_ps 5090 \
    start_kind "input pin" \
    port_buffers 69 \
    hold_start "display_en_reg$_DFF_P_" \
    fp_util_pct 31.3 \
    fin_util_pct 45.5 \
    antenna_found_initial 0 \
    grt_start_max_net_pins 18 \
    chipHeight_um 89.4 \
    power_w 0.000989 \
    final_cell_mix "clkdlybuf4s50_1, inv_1, ha_1" \
    die-area_um2 8000 \
    hold_violations 0 \
    yosys_register_bits 18 \
    cts_tree "yes" \
    critPathKind "in2reg" \
    cts_root_buf "clkbuf_8" \
    holdPathEnd "display_en_reg2$_DFF_P_" \
    track_usage_pct 12.6 \
    syn_area_per_cell_um2 8.16 \
    postRouteAntennaNets 0 \
    drc 0 \
    top_cell_area_share_pct 20.2 \
    cts_buffers 3 \
    placed_area_um2 3250 \
    row_count 31 \
    gp_congestion 0.908 \
    ys_seq_share_pct 15.7 \
    firstDrtPassIters 4 \
    synth_area_um2 2290 \
    leakage_nw 1.58 \
    required_ps 5550 \
    ys_types 44 \
    ff_latch_area_um2 360 \
    yosysWarnings 1 \
    topCellsByArea "ha_1, dfxtp_1, inv_1, fa_1, xnor2_1" \
    r2r_slack_ps 5010 \
    area_delta_synth_final_pct 45.4 \
    fin_area_um2 3330 \
    drv_cap 0 \
    async_reset_ff_share_pct 0 \
    power_density_nw_per_um2 296 \
    finalClockPeriodUsage_pct 94.2 \
    edf_count 0 \
    reg2reg_from "display_en_reg$_DFF_P_" \
    first_global_vias 1838 \
    core-area_um2 7330 \
    crit_fanout 4 \
    crit_arrival_ps 5230 \
    post_cts_buffers 0 \
    layout.area.comb_um2 1750 \
    cts_max_path_buffers 2 \
    hp-class "reg2reg" \
    top_area_cell "ha_1" \
    worst_slack_ps 312 \
    worst_clock_skew_ps 0.486 \
    clk_pin_slew_ps 70 \
    peakVddDrop_mv 0.130 \
    dpl.hpwl_um 4230 \
    setup_viol 0 \
    cts_sinks 18 \
    min_path_cells 0 \
    ios 78 \
    warnings 29 \
    grt.overflow.total 0 \
    preCtsSetupSlack_ps -59.4 \
    wl_per_cell_um 10.0 \
    finalMaxSlewViolations 0 \
    r2r_cells 0 \
    insertion_delay_ps 250 \
    fillers 691 \
    grt_setup_unrepaired "false" \
    dr_total_vias 2061 \
    largest_reg_flops 16 \
    yosys_most_used_dff "dfxtp_1" \
    lay_top_count "clkdlybuf4s50_1" \
    ys_chip_area_um2 2290 \
    ctsHtreeMaxLevel 1 \
    slew_headroom_pct 50.4 \
    worst_pin_slew_ps 741 \
    die_x_um 89.4 \
    r2r_end "display_en_reg2$_DFF_P_" \
    yosys-stat-cells 281 \
    syn_inst 281 \
    drt-initial-drc-count 40 \
    cts_hold_buf 0 \
    grt_pass1_wl_um 7850 \
    routed_wl_um 4750 \
    drive_above_1_share_pct 10.6 \
    avgViaCountPerCell 4.34 \
    fmax_mhz 197 \
    diodes 0 \
]
==> cells in the mapped netlist (2+ instances only) <==
library cell  instances
xnor3_1               2
o21ai_0               4
a41oi_1               2
dfxtp_1              18
a211oi_1              2
nor2b_1               3
o211ai_1              2
a21o_1                5
clkbuf_1              2
nand3_1               7
a31oi_1               2
fa_1                  8
nand2_1              11
nor3_1               12
o21ai_1               6
xor2_1               10
buf_4                 8
ha_1                 37
inv_1                45
xnor2_1              17
and2_1               16
nor2_1               23
o21a_1                5
nand2b_1              4
a21oi_1              11
==> critical path, stage by stage <==
cell and delay (ps):
clkdlybuf4s50_1 440, ha_1 350, ha_1 280, inv_1 50, fa_1 520, inv_1 40
ha_1 330, a21oi_1 180, nor2b_1 70, o21a_1 190, o41ai_2 230, xnor2_1 160
ha_1 260, nand3_1 80, nor2_1 50, a221o_1 340, a41oi_1 190, xnor3_1 230
and2b_1 160
==> per-layer routing <==
layer	global-route usage (%)	wire (um)
met5	0	0
met4	2.02	75
met2	23.2	2180
met1	16.4	2210
met3	0.936	290
==> through the flow <==
step	cells	TNS (ps)	hold WS [ps]
floorplan	288	0	310
finish	475	0	327
detailed placement	471	-59.4	314
global placement	471	-4.95	313
global route	475	0	337
CTS	475	0	329
==> cells by family after synthesis <==
| logic type | share of synthesized area, % |
|---|---|
| AND-OR/OR-AND | 13.7 |
| XOR/XNOR | 13.0 |
| adder cells (fa/ha/maj) | 27.2 |
| AND/OR/NAND/NOR | 19.9 |
| flip-flops | 15.7 |
| buffers and inverters | 10.3 |
| other | 0.164 |
==> cell type report <==
| cell class | count | area share (%) |
|---|---|---|
| Sequential cell | 18 | 10.8 |
| Timing Repair Buffer | 94 | 26.3 |
| Inverter | 45 | 5.07 |
| Clock buffer | 4 | 1.65 |
| Multi-Input combinational cell | 215 | 52.4 |
| Tap cell | 99 | 3.71 |
==> report_power, final <==
part	internal (W)	switching [W]	leakage [nW]	total, W
combinational	0.000397	0.000342	1.41	0.000739
clock	0.0000646	0.0000417	0.0288	0.000106
sequential	0.000141	0.00000231	0.146	0.000143
==> what timing repair did <==
item / 4_1_cts / 5_1_grt
gates resized: 0 / 5
setup endpoints to repair: 0 / 1
endpoints found under the hold margin: 0 / 0
==> worst max-delay path by stage <==
stage | cells after the start | start | slack [ps] | endpoint
after CTS | 20 | y_pixel[3] | 210 | addr_reg[15]$_SDFF_PN0_
final | 19 | y_pixel[3] | 310 | addr_reg[15]$_SDFF_PN0_
after global routing | 19 | y_pixel[3] | 8 | addr_reg[15]$_SDFF_PN0_
No activity file was given, so power comes from the tool's default toggle rates.
