==> flow/design.v <==
`timescale 1ns / 1ps
module VGA_Syncher (
    input  logic       clk,
    input  logic       reset,
    output logic       h_sync,
    output logic       v_sync,
    output logic       DE,
    output logic [9:0] x_pixel,
    output logic [9:0] y_pixel
);
    logic [9:0] h_counter, v_counter;
    Pixel_Counter U_Pixel_Counter (
        .clk      (clk),
        .reset    (reset),
        .h_counter(h_counter),
        .v_counter(v_counter)
    );
    VGA_Decoder U_VGA_Decoder (
        .h_counter(h_counter),
        .v_counter(v_counter),
        .h_sync   (h_sync),
        .v_sync   (v_sync),
        .DE       (DE),
        .x_pixel  (x_pixel),
        .y_pixel  (y_pixel)
    );
endmodule
module Pixel_Counter (
    input  logic       clk,
    input  logic       reset,
    output logic [9:0] h_counter,
    output logic [9:0] v_counter
);
    localparam H_MAX = 800, V_MAX = 525;
    always_ff @(posedge clk) begin
        if (reset) begin
            h_counter <= 0;
        end else begin
            if (h_counter == H_MAX - 1) begin
                h_counter <= 0;
            end else begin
                h_counter <= h_counter + 1;
            end
        end
    end
    always_ff @(posedge clk) begin
        if (reset) begin
            v_counter <= 0;
        end else begin
            if (h_counter == H_MAX - 1) begin
                if (v_counter == V_MAX - 1) begin
                    v_counter <= 0;
                end else begin
                    v_counter <= v_counter + 1;
                end
            end
        end
    end
endmodule
module VGA_Decoder (
    input  logic [9:0] h_counter,
    input  logic [9:0] v_counter,
    output logic       h_sync,
    output logic       v_sync,
    output logic       DE,
    output logic [9:0] x_pixel,
    output logic [9:0] y_pixel
);
    localparam H_Visible_area = 640;
    localparam H_Front_porch = 16;
    localparam H_Sync_pulse = 96;
    localparam H_Back_porch = 48;
    localparam V_Visible_area = 480;
    localparam V_Front_porch = 10;
    localparam V_Sync_pulse = 2;
    localparam V_Back_porch = 33;
    assign h_sync  = !((h_counter >= H_Visible_area + H_Front_porch) 
                     && (h_counter < H_Visible_area + H_Front_porch + H_Sync_pulse));
    assign v_sync  = !((v_counter >= V_Visible_area + V_Front_porch) 
                     && (v_counter < V_Visible_area + V_Front_porch + V_Sync_pulse));
    assign DE = (h_counter < H_Visible_area) && (v_counter < V_Visible_area);
    assign x_pixel = h_counter;
    assign y_pixel = v_counter;
endmodule
==> flow/run.sh <==
#!/bin/bash
# OpenROAD 26Q1-2900-gdf79404cd8, Yosys 0.63+post, stock flow scripts
make -C /OpenROAD-flow-scripts/flow DESIGN_CONFIG=/design/flow/config.mk WORK_HOME=/design/flow/orfs finish
==> flow/config.mk <==
export PLATFORM = sky130hd
export DESIGN_NAME = VGA_Syncher
export DESIGN_NICKNAME = VGA_Syncher
export VERILOG_FILES = /design/flow/design.v
export SDC_FILE = /design/flow/constraint.sdc
export NUM_CORES = 4
export LEC_CHECK = 1
export CORE_AREA = 10 10 89 89
export DIE_AREA = 0 0 99 99
==> flow/constraint.sdc <==
current_design VGA_Syncher

set clk_period 3.3
set clk_io_pct 0.2

create_clock -name clk0 -period $clk_period [get_ports {clk}]

set non_clock_inputs [all_inputs -no_clocks]
set_input_delay [expr $clk_period * $clk_io_pct] -clock clk0 $non_clock_inputs
set_output_delay [expr $clk_period * $clk_io_pct] -clock clk0 [all_outputs]
==> notes.md <==
run results: status=finished, final reports clean, via count=913, post-synthesis area per instance=8.571 sq um, XOR Share, Synth=0.1192, number of core rows=28, GRT Residual Overflow=0, Starting Density=0.1717, post-CTS sizing=0, largest net degree at the start of global routing=12, largest family of logic cells by area=simple AND/OR/NAND/NOR gates, Worst Max-Slew Pin Slew=0.6217 ns, total of max-cap violations=0, core box area=0.005991 sq mm, # clock sinks=20, Fillers=656, HP Class=flip-flop to flip-flop, post-synthesis cell count=120, Final Skew=0.004153 ns, post-synth cell types=29, slowest stage delay, CP=0.49 ns, Max clock buf depth=2, first-pass GRT wire length=4450 um, Routed Antenna Nets=0, ys cells=120, DR iter-0 viols=40, yosys warns=1, Worst Setup SP=U_Pixel_Counter.v_counter[5]$_SDFFE_PP0N_, Synth Area in Simple Gates=0.3127, total tool warning count=28, Max Fclk=404.2 MHz, Pre-antenna DRT Iters=4, Clk pin slew, worst setup/hold paths=0.08 ns, CP required=2.64 ns, ant diodes=0, Clk Latency, worst-skew pair=0.26 ns, cts hold-fix bufs=0, CP Max Fanout=7, FF/Latch Area=400.4 sq um, CTS H-tree depth=1, pre-CTS WS=1.117 ns, final worst path period share=0.7497, Routed WL per cell=12.07 um, share of cells above drive strength 1=0.04930, mux share=0.01946, Ports=25, DP Area=0.001313 sq mm, CP endpoint kind=output pin, Buffers on Ports=24, Die Span Y=99 um, Post-synth seq share=0.3893, vias in the first global route=882, Syn-to-layout area delta=32.97%, Hold Vio Cnt, Final=0, CP bufs+invs=1, Levels on crit path=3, WP data arrival=1.81 ns, max_slew headroom=0.5817, # setup viols final=0, Post-CTS Repair Setup Buffers=0, ao+oa area frac=0.04015, Seq cells post-synth=20, worst r2r path cells=5, reg-to-reg startpoint=U_Pixel_Counter.h_counter[0]$_SDFF_PP0_, Worst R2R End=U_Pixel_Counter.v_counter[8]$_SDFFE_PP0N_, Cell Area, Synth=0.001028 sq mm, Post-DP HPWL=1948 um, Adder-Cell Fraction of Synth Area=0.04866, Logic area=555.5 sq um, Die Area=0.009801 sq mm, Remaining DRCs=0, Setup WS post-layout=0.8260 ns, routability congestion estimate=0.8127, Final Cell Area=0.001368 sq mm, TritonCTS Buffers=3, DRT Wirelength=2619 um, Pins Over Slew Limit=0, Max stage delay cell, worst path=or4_1, Leakage=0.4245 nW, Pwr Total=0.4585 mW, CP Launch Type=flip-flop, FF-to-FF setup slack=1.17 ns, Setup TNS Final=0 ns, CTS tree=yes, Die Wd=99 um, yosys stat area=0.001028 sq mm, worst-path cell chain=nand4_1 > or4_1 > clkdlybuf4s50_1, Peak VDD IR=242.0 uV, initial antenna violation count=0, RSZ-0062 raised after global routing=false, top cell family by delay on the critical path=simple AND/OR/NAND/NOR gates, post-layout min period=2.474 ns, Overall Global Routing Usage=0.05393, pwr dens=335.3 mW/mm^2, Vias/cell=4.207, clk root buf=clkbuf_8, Critical Path Sink=v_sync, WS Path Type=flip-flop to output pin
==> cell usage after synthesis <==
| cell | n | area (sq um) |
|---|---|---|
| nor4_1 | 4 | 25.02 |
| clkbuf_2 | 1 | 5.000 |
| nand2_1 | 6 | 22.52 |
| ha_1 | 4 | 50.05 |
| a31o_2 | 1 | 8.760 |
| and4_1 | 1 | 8.760 |
| dfxtp_1 | 20 | 400.4 |
| inv_1 | 6 | 22.52 |
| o31ai_1 | 1 | 7.510 |
| nor2_1 | 18 | 67.56 |
| nand3b_1 | 1 | 7.510 |
| xnor2_1 | 9 | 78.83 |
| or4_4 | 1 | 11.26 |
| buf_6 | 3 | 33.78 |
| clkbuf_1 | 1 | 3.750 |
| or3_1 | 2 | 12.51 |
| mux2i_1 | 2 | 20.02 |
| nor4bb_1 | 1 | 10.01 |
| and3b_1 | 1 | 8.760 |
| nand4_1 | 6 | 37.54 |
| and3_1 | 1 | 6.260 |
| buf_4 | 1 | 7.510 |
| a21oi_1 | 3 | 15.01 |
| or2_2 | 1 | 6.260 |
| xor2_1 | 5 | 43.79 |
| nor3_1 | 7 | 35.03 |
| o21ai_0 | 2 | 10.01 |
| nand3_1 | 8 | 40.04 |
| or4_1 | 3 | 22.52 |
==> flip-flops by register name, indices dropped and copies added, names as in the netlist <==
signal / cells
U_Pixel_Counter.h_counter: 10
U_Pixel_Counter.v_counter: 10
==> power by group <==
group,internal (mW),switching [mW]
Combinational,0.0101,0.00848
Clock,0.106,0.0848
Sequential,0.244,0.00462
Total,0.361,0.0979
==> kinds of logic after synthesis <==
group           Yosys count
mux                       2
xor+xnor                 14
simple gates             61
compound gates            7
flops                    20
buf+inv                  12
fa+ha+maj                 4
==> final cells by class <==
type | count | area share
clock buffer | 4 | 0.04026
inverter | 6 | 0.01647
timing repair buffer | 24 | 0.1757
multi-input combinational | 88 | 0.4062
sequential | 20 | 0.2928
tap | 75 | 0.06862
==> through the flow <==
step                      std cells    util  hold WS, ns
after CTS                       217  0.2283       0.4922
after detailed placement        213  0.2191       0.4761
after global placement          213  0.2191       0.4653
after floorplan                 120       -       0.4412
final                           217  0.2283       0.4875
after global routing            217  0.2283       0.5200
==> worst min path at each step <==
stage     slack [ns]                               startpoint  cells after the start                                      end
4_1_cts         0.49  U_Pixel_Counter.h_counter[0]$_SDFF_PP0_                      1  U_Pixel_Counter.h_counter[0]$_SDFF_PP0_
5_1_grt         0.52  U_Pixel_Counter.h_counter[0]$_SDFF_PP0_                      1  U_Pixel_Counter.h_counter[0]$_SDFF_PP0_
6_report        0.49  U_Pixel_Counter.h_counter[0]$_SDFF_PP0_                      1  U_Pixel_Counter.h_counter[0]$_SDFF_PP0_
==> placed cells by master, fill, tap and decap left out <==
cell type,n
nand2_1,6
a21oi_1,3
nand3b_1,1
xnor2_1,9
o31ai_1,1
nor4_1,4
nor4bb_1,1
or4_4,1
inv_1,6
and3b_1,1
clkdlybuf4s50_1,24
nand3_1,8
mux2i_1,2
nor2_1,18
o21ai_0,2
nand4_1,6
or4_1,3
or2_2,1
and4_1,1
and3_1,1
a31o_2,1
dfxtp_1,20
ha_1,4
or3_1,2
xor2_1,5
clkbuf_8,4
nor3_1,7
==> routing by layer <==
metal | up-vias | wire length, um | global-route usage
li1 | 461 | - | -
met1 | 422 | 1310 | 0.07409
met2 | 28 | 988 | 0.07565
met3 | 2 | 310 | 0.03030
met4 | 0 | 9 | 0.002205
met5 | - | 0 | 0
No activity file was given, so power comes from the tool's default toggle rates.
