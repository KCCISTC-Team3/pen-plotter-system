[./constraint.sdc]
current_design Pixel_Clk_Gen

set clk_period 1.0
set clk_io_pct 0.2

create_clock -name clk0 -period $clk_period [get_ports {clk}]

set non_clock_inputs [all_inputs -no_clocks]
set_input_delay [expr $clk_period * $clk_io_pct] -clock clk0 $non_clock_inputs
set_output_delay [expr $clk_period * $clk_io_pct] -clock clk0 [all_outputs]
[./run.sh]
#!/bin/bash
# OpenROAD 26Q1-2900-gdf79404cd8, Yosys 0.63+post, stock flow scripts
make -C /OpenROAD-flow-scripts/flow DESIGN_CONFIG=/design/flow/config.mk WORK_HOME=/design/flow/orfs finish
[./design.v]
`timescale 1ns / 1ps
module Pixel_Clk_Gen (
    input  logic clk,
    input  logic reset,
    output logic pclk
);
    logic [2:0] p_counter;
    always_ff @(posedge clk, posedge reset) begin
        if (reset) begin
            p_counter <= 0;
        end else begin
            if (p_counter == 3) begin
                p_counter <= 0;
                pclk      <= 1'b1;
            end else begin
                p_counter <= p_counter + 1;
                pclk      <= 1'b0;
            end
        end
    end
endmodule
[./config.mk]
export PLATFORM = sky130hd
export DESIGN_NAME = Pixel_Clk_Gen
export DESIGN_NICKNAME = Pixel_Clk_Gen
export VERILOG_FILES = /design/flow/design.v
export SDC_FILE = /design/flow/constraint.sdc
export NUM_CORES = 4
export LEC_CHECK = 1
export CORE_AREA = 10 10 70 70
export DIE_AREA = 0 0 80 80
==> flow.log <==
[flow] summary of implementation run
[metrics] outcome: finished, final reports clean
[metrics] CP Data Required Time: 0.99 ns
[metrics] cell type group with the largest total delay on the critical path: flip-flops
[metrics] number of global-route vias before repair: 101
[metrics] Max-Slew Margin vs Limit: between 90% and 100%
[metrics] I/O pin cnt: 3
[metrics] total area of multi-input combinational cells: about 50 um2
[metrics] instance tally after logic synthesis: 10
[metrics] cell row count: 21
[metrics] global placer's final weighted congestion: 0.579
[metrics] fraction of the cycle the final worst path needs: 94.2%
[metrics] number of cells in the yosys synthesis report: 10
[metrics] power density of the placed cells: 1510 mW/mm2
[metrics] cts bufs inserted: 3
[metrics] CP max stage delay: around 0.38 ns
[metrics] First DRT Iteration DRCs: 0
[metrics] sequence of cells on the critical path: ha_2, nor2b_4
[metrics] critical-path cell with the highest stage delay: dfrtp_1
[metrics] P&R area growth vs syn: 69.6%
[metrics] storage element area: about 110 um2
[metrics] Post-Route WL: 291 um
[metrics] Setup WS post-layout: 0.0580 ns
[metrics] global-route wire length before repair: 448 um
[metrics] time the worst path needs with I/O delays and setup: 0.942 ns
[metrics] chip area: 0.00640 mm2
[metrics] count of endpoints failing hold in the final timing report: 0
[metrics] Seq/Total Area, Yosys: 67.2%
[metrics] setup clock skew after layout: 0.00877 ns
[metrics] Leakage Power: 0.107 nW
[metrics] pin slew with the least headroom to its limit: 0.125 ns
[metrics] core utilization before placement: 4.58%
[metrics] final-layout setup total negative slack: 0 ns
[metrics] vias after detailed routing: 92
[metrics] number of antenna violations at the first check in global routing: 0
[metrics] clock net sink count: 4
[metrics] number of max-capacitance violations reported: 0
[metrics] insertion delay of the later-clocked pin in the worst-skew pair: 0.24 ns
[metrics] most used cells in the layout excluding fill and tap cells: clkbuf_4, dfrtp_1
[metrics] flip-flop and latch count after synthesis: 4
[metrics] achievable frequency: 1.06 GHz
[metrics] post-detailed-route count of antenna-violating nets: 0
[metrics] Final Setup Violations: 0
[metrics] clock tree from TritonCTS: yes
[metrics] Worst Path Arrival: 0.93 ns
[metrics] via density per instance: 1.46
[metrics] root buffer selected by CTS: clkbuf_4
[metrics] Worst-path clk slew: 0.04 ns
[metrics] Hold-fix buffers, CTS: 0
[metrics] Die X-Extent: around 80 um
[metrics] Buf/Inv on CP: 0
[metrics] area of the synthesized netlist per yosys stat: 156 um2
[metrics] final antenna diode count: 0
[metrics] number of filler instances in the final layout: 411
[metrics] yosys warning tally: 1
[metrics] Post-Syn Area: between 150 and 200 um2
[metrics] CP Capture Type: flip-flop
[metrics] final core occ: just under 8%
[metrics] Placeable Area: about 0.0034 mm2
[metrics] final-report max-slew violation count: 0
[metrics] die extent in y: 80 um
[metrics] Peak VDD IR: between 0.0001 and 0.00015 V
[metrics] number of levels in the clock H-tree: 1
[metrics] DR DRC count: 0
[metrics] layout cell share with drive strength beyond 1: 52.9%
[metrics] critical path startpoint category: flip-flop
[metrics] Max Root-Sink Buffers: 2
[metrics] GRT Util Overall: 1.02%
[metrics] Congestion Overflow GR: 0
[metrics] Buffers on Ports: 2
[metrics] post-detailed-placement half-perimeter wirelength: roughly 210 um
[metrics] final routed wire length divided by cell count: 4.62 um
[metrics] worst min-delay path class: input pin to async pin
[metrics] Setup WS pre-CTS: roughly 0.022 ns
[metrics] synth unique cells: 8
[metrics] maximum number of pins on one net before global-route repair: 4
[metrics] Log Warnings: 25
[metrics] setup repair after global routing missed its margin: false
[metrics] 1st-pass router iterations: 1
[metrics] mean instance size in the synthesized netlist: around 16 um2
[metrics] Final Total Pwr: roughly 0.4 mW
[metrics] maximum net fanout on the critical path: 3
[metrics] critical path type: flip-flop to flip-flop
## where the power goes
| part | total (mW) | internal [mW] | switching (mW) |
|---|---|---|---|
| clock | 0.219 | 0.150 | 0.0692 |
| sequential | 0.170 | 0.170 | 0.000431 |
| combinational | 0.0112 | 0.00715 | 0.00406 |
## final timing paths
kind / startpoint / to / slack, ns / depth (start not counted)
setup / recovery: p_counter[0] / pclk / 0.06 / 2
hold reg to reg: p_counter[0] / p_counter[0] / 0.45 / 1
setup reg to reg: p_counter[0] / pclk / 0.06 / 2
min in group clk0: p_counter[0] / p_counter[0] / 0.45 / 1
hold / removal: reset / p_counter[1] / 0.24 / 3
max in group asynchronous: reset / p_counter[0] / 0.66 / 3
## kinds of logic (layout without fill, tap and decap cells)
| group | count (synthesis) | count (layout) | synth area share, % |
|---|---|---|---|
| flops | 4 | 4 | 67.2 |
| simple gates | 4 | 4 | 22.4 |
| fa+ha+maj | 1 | 1 | 8.00 |
| buf+inv | 1 | 8 | 2.40 |
## state kept, by name (all words and copies together), names as in the netlist
name	flops
p_counter	3
pclk	1
## through the flow
stage	instance area (um2)	cells	hold slack, ns
after floorplan	156	10	-0.0347
after global placement	241	59	0.420
after detailed placement	241	59	0.436
after CTS	263	63	0.228
after global routing	265	63	0.241
final	265	63	0.240
## worst reg2reg max path: cells and delay by family (launching register included)
kind	cells	cell delay (ns)
adder cells (fa/ha/maj)	1	0.19
AND/OR/NAND/NOR	1	0.13
flip-flops	1	0.38
## cell usage after synthesis
cell type / n / area [um2]
nor2b_4: 1 / 13.8
ha_1: 1 / 12.5
nor2_1: 1 / 3.75
and2b_2: 1 / 8.76
inv_1: 1 / 3.75
nor2b_2: 1 / 8.76
edfxtp_1: 1 / 30.0
dfrtp_1: 3 / 75.1
## layer usage
metal  track usage (%)  vias to the layer above  routed length, um
li1                  -                       45                  -
met1             0.869                       45                 98
met2              1.20                        2                147
met3              1.59                        0                 45
met4             0.352                        0                  0
met5                 0                        -                  0
## final cells by class
type / count / area share (%)
clock buffers: 4 / 9.91
inverters: 1 / 1.42
multi-input cells: 5 / 18.9
flip-flops and latches: 4 / 39.6
well taps: 46 / 21.7
repair buffers: 3 / 8.49
## timing repair
item                                    in CTS  in global routing
buffers inserted                             0                  0
gates resized                                3                  1
cloned                                       0                  0
pin swaps                                    0                  0
endpoints found under the setup margin       1                  1
Power is estimated from default activity; no workload was simulated.
